==> flow/design.v <==
`timescale 1ns / 1ps
parameter input_size = 4'd11;
parameter data_size = 4'd15; 
parameter REAL = 0;
parameter IMAG = 1;
module butterfly_unit_intermediate(	
	input wire clk,
	input wire rst,
	input wire [data_size:0] i_data_ra,
	input wire [data_size:0] i_data_ca,
	input wire [data_size:0] i_data_rb,
	input wire [data_size:0] i_data_cb,
	input wire [3:0] twiddle_num,
	input wire new_input_flag,  
	output reg [data_size:0] o_data_ra,
	output reg [data_size:0] o_data_ca,
	output reg [data_size:0] o_data_rb,
	output reg [data_size:0] o_data_cb,
	output reg ready_flag
    );
	wire [15:0] twiddle_real;
	wire [15:0] twiddle_imag;
	twiddle_LUT twiddle(	.clk(clk),
								.rst(rst),
								.twiddle_num(twiddle_num),
								.twiddle_val_real(twiddle_real),
								.twiddle_val_imag(twiddle_imag));
	reg [31:0] mult_out_r;
	reg [31:0] mult_out_c;
	reg [63:0] temp_r;
	reg [63:0] temp_c;
	wire [31:0] i_data_rb_extend;
	wire [31:0] i_data_cb_extend;
	wire [31:0] i_twiddle_r_extend;
	wire [31:0] i_twiddle_c_extend;
	assign i_data_rb_extend = {{(data_size+1){i_data_rb[data_size]}}, i_data_rb};
	assign i_data_cb_extend = {{(data_size+1){i_data_cb[data_size]}}, i_data_cb};
	assign i_twiddle_r_extend = {{(data_size+1){twiddle_real[data_size]}}, twiddle_real};
	assign i_twiddle_c_extend = {{(data_size+1){twiddle_imag[data_size]}}, twiddle_imag};
	reg [1:0] ready_flag_counter;
	always @ (posedge clk) begin
		if (rst) begin
			ready_flag <= 0;
			ready_flag_counter <= 2'b0;
		end															 
		else if (new_input_flag) begin 	 
			if (ready_flag_counter == 3) begin							 
				ready_flag <= 1;												 
			end
			ready_flag_counter <= ready_flag_counter + 1;  
		end
		else begin
			ready_flag <= 0;
			ready_flag_counter <= 0;
		end
	end
	always @ (posedge clk, posedge rst)
		if(rst) begin
			o_data_ra <= 0;
			o_data_ca <= 0;
			o_data_rb <= 0;
			o_data_cb <= 0;
			mult_out_r <= 31'd0;
			mult_out_c <= 31'd0;
			temp_r <= 63'd0;
			temp_c <= 63'd0;
		end
		else begin
			temp_r <= i_data_rb_extend*i_twiddle_r_extend + (~(i_data_cb_extend*i_twiddle_c_extend) + 1);  
			temp_c <= i_data_rb_extend*i_twiddle_c_extend + i_data_cb_extend*i_twiddle_r_extend;
			mult_out_r <= temp_r[31:0];
			mult_out_c <= temp_c[31:0];
			o_data_ra <= i_data_ra + mult_out_r[2*data_size:data_size];  
			o_data_ca <= i_data_ca + mult_out_c[2*data_size:data_size];
			o_data_rb <= i_data_ra + (~mult_out_r[2*data_size:data_size]+1);
			o_data_cb <= i_data_ca + (~mult_out_c[2*data_size:data_size]+1);
		end
endmodule
`timescale 1ns / 1ps
module twiddle_LUT(
	input clk,
	input rst,
	input [3:0] twiddle_num,
	output reg [15:0] twiddle_val_real,
	output reg [15:0] twiddle_val_imag
);
	always @ (posedge clk, posedge rst) begin
		if (rst) begin
			twiddle_val_real <= 16'b0;
			twiddle_val_imag <= 16'b0;
		end
		else begin
			case (twiddle_num)
				4'd0: begin
					twiddle_val_real <= 16'b0111111111111111;
					twiddle_val_imag <= 16'b0000000000000000;
				end
				4'd1: begin
					twiddle_val_real <= 16'b0111011001000001;
					twiddle_val_imag <= 16'b1100111100000101;
				end
				4'd2: begin
					twiddle_val_real <= 16'b0101101010000010;
					twiddle_val_imag <= 16'b1010010101111110;
				end
				4'd3: begin
					twiddle_val_real <= 16'b0011000011111011;
					twiddle_val_imag <= 16'b1000100110111111;
				end
				4'd4: begin
					twiddle_val_real <= 16'b0000000000000000;
					twiddle_val_imag <= 16'b1000000000000001;
				end
				4'd5: begin
					twiddle_val_real <= 16'b1100111100000101;
					twiddle_val_imag <= 16'b1000100110111111;
				end
				4'd6: begin
					twiddle_val_real <= 16'b1010010101111110;
					twiddle_val_imag <= 16'b1010010101111110;
				end
				4'd7: begin
					twiddle_val_real <= 16'b1000100110111111;
					twiddle_val_imag <= 16'b1100111100000101;
				end
				4'd8: begin
					twiddle_val_real <= 16'b1000000000000001;
					twiddle_val_imag <= 16'b0000000000000000;
				end
				4'd9: begin
					twiddle_val_real <= 16'b1000100110111111;
					twiddle_val_imag <= 16'b0011000011111011;
				end
				4'd10: begin
					twiddle_val_real <= 16'b1010010101111110;
					twiddle_val_imag <= 16'b0101101010000010;
				end
				4'd11: begin
					twiddle_val_real <= 16'b1100111100000101;
					twiddle_val_imag <= 16'b0111011001000001;
				end
				4'd12: begin
					twiddle_val_real <= 16'b0000000000000000;
					twiddle_val_imag <= 16'b0111111111111111;
				end
				4'd13: begin
					twiddle_val_real <= 16'b0011000011111011;
					twiddle_val_imag <= 16'b0111011001000001;
				end
				4'd14: begin
					twiddle_val_real <= 16'b0101101010000010;
					twiddle_val_imag <= 16'b0101101010000010;
				end
				4'd15: begin
					twiddle_val_real <= 16'b0111011001000001;
					twiddle_val_imag <= 16'b0011000011111011;
				end
			endcase
		end
	end
endmodule
==> flow/run.sh <==
#!/bin/bash
# OpenROAD 26Q1-2900-gdf79404cd8, Yosys 0.63+post, stock flow scripts
make -C /OpenROAD-flow-scripts/flow DESIGN_CONFIG=/design/flow/config.mk WORK_HOME=/design/flow/orfs finish
==> flow/config.mk <==
export PLATFORM = sky130hd
export DESIGN_NAME = butterfly_unit_intermediate
export DESIGN_NICKNAME = butterfly_unit_intermediate
export VERILOG_FILES = /design/flow/design.v
export SDC_FILE = /design/flow/constraint.sdc
export NUM_CORES = 4
export LEC_CHECK = 1
export CORE_UTILIZATION = 40
==> flow/constraint.sdc <==
current_design butterfly_unit_intermediate

set clk_period 14.8
set clk_io_pct 0.2

create_clock -name clk0 -period $clk_period [get_ports {clk}]

set non_clock_inputs [all_inputs -no_clocks]
set_input_delay [expr $clk_period * $clk_io_pct] -clock clk0 $non_clock_inputs
set_output_delay [expr $clk_period * $clk_io_pct] -clock clk0 [all_outputs]
==> impl_metrics.py <==
# Metrics from the implementation run
metrics = {
    "final_timing": {
        "finalHoldViolCount": 0,
        "tightest_slew_ns": 0.781,
        "fin_skew_ns": 0.0230,
        "fin_crit_sh_pct": 95.3,
        "drv_slew": 0,
        "setup_tns_ns": 0,
        "rsz0062_at_grt": "no",
        "max_slew_margin_pct": 47.8,
        "finalSetupViolCount": 0,
        "fmax_mhz": 70.9,
        "period_minus_slack_ns": 14.11,
    },
    "status": {
        "status": "finished clean",
    },
    "global_routing": {
        "gr-total-overflow": 0,
        "grt_usage_pct": 22.4,
        "grt_max_degree": 56,
        "gr-usage-met3_pct": 14.2,
        "use_met2_pct": 29.7,
        "globalRouteMet1Util_pct": 33.4,
        "grt_pass1_wl_um": 214000,
        "top_usage_layer": "met1",
        "grt_antenna_before_repair": 9,
        "grt_pass1_vias": 37400,
    },
    "worst_setup_path": {
        "worstPathArrival_ns": 14.57,
        "cp_num_buf_inv": 6,
        "crit_path_max_fanout": 18,
        "required_ns": 15.26,
        "crit_top_cell": "fa_1",
        "max_stage_delay_ns": 0.74,
        "cp_top_family": "adder cells",
        "cp-end-kind": "flip-flop",
        "critPathKind": "in -> reg",
        "cp-start-kind": "input port",
        "slowest_stage": "clkdlybuf4s50_1",
    },
    "detailed_routing": {
        "vias": 34100,
        "via_per_inst": 4.69,
        "drc": 0,
        "dr.pass1.iters": 5,
        "wire_per_inst_um": 18.2,
        "drt_iter0_drc": 1256,
        "drtAntennaViolNets": 0,
        "wl_um": 132000,
    },
    "synth": {
        "ys_seq_share_pct": 7.07,
        "synth_flops": 151,
        "syn_avg_cell_area_um2": 9.88,
        "ys_async_sr_fraction_pct": 98.0,
        "synthCells": 5390,
        "synth_cell_types": 78,
        "synth_top_flop_cell": "dfrtp_1",
        "ys_cells": 5390,
        "yosys_area_mm2": 0.0532,
        "yosysWarnings": 2,
        "top_cells_by_area": "fa_1 (51%), ha_1 (12%), inv_1 (12%)",
        "synth_area_mm2": 0.0532,
        "edf_count": 0,
        "yosys-top-cells-count": "inv_1 (1,741), fa_1 (1,363), ha_1 (524)",
        "top_cell": "inv_1",
        "synth.top_cell.area_share_pct": 51.2,
        "top_area_cell": "fa_1",
    },
    "final_layout": {
        "layout-drive-gt1-share_pct": 2.89,
        "stdcell_count": 7264,
        "area_delta_synth_final_pct": 8.18,
        "final_area_mm2": 0.0576,
    },
    "clock_network": {
        "cts_tree": "built",
        "clk_pin_slew_worst_paths_ns": 0.08,
        "clkSinkCount": 151,
        "root_buffer": "clkbuf_16",
        "cts.htree.levels": 4,
        "insertion_delay_ns": 0.53,
        "numCtsBuffers": 17,
        "hold_buffers": 0,
        "cts_buffer_depth": 2,
    },
    "placed_design": {
        "dp.cells": 7229,
        "port_buffers": 135,
        "placed_cell_area_mm2": 0.0570,
        "place.gp.congestion": 0.977,
        "dp.final_hpwl_um": 115000,
    },
    "hold_path": {
        "hold_class": "reg -> reg",
    },
    "job": {
        "drv_cap": 0,
        "warnings": 64,
    },
    "die": {
        "die_h_um": 367,
        "die-area_mm2": 0.135,
        "rows": 133,
        "ios": 136,
        "initial_core_util_pct": 40.4,
        "core_area_mm2": 0.132,
        "die_w_um": 367,
    },
}
-- what timing repair did --
action                     CTS  global route
setup endpoints to repair    0             1
setup buffers                0             0
resized                      0             1
-- flip-flops by register name (all words and copies together) (netlist names), 15 cells and up --
name	flops
mult_out_c	16
o_data_rb	15
o_data_cb	16
mult_out_r	16
temp_c	16
temp_r	16
o_data_ra	16
o_data_ca	15
-- path summary, 6_finish.rpt --
| kind | start | slack, ns | depth (start not counted) | to |
|---|---|---|---|---|
| max in group asynchronous | rst | 10.84 | 3 | o_data_cb[7]$_DFF_PP0_ |
| min in group asynchronous | rst | 2.88 | 2 | mult_out_r[15]$_DFF_PP0_ |
| worst min register to register | temp_c[22]$_DFF_PP0_ | 0.34 | 0 | mult_out_c[22]$_DFF_PP0_ |
| worst max-delay path | i_data_cb[8] | 0.69 | 38 | temp_r[30]$_DFF_PP0_ |
| worst max register to register | twiddle.twiddle_val_imag[5]$_DFF_PP0_ | 3.07 | 43 | temp_r[30]$_DFF_PP0_ |
| worst min-delay path | temp_c[22]$_DFF_PP0_ | 0.34 | 0 | mult_out_c[22]$_DFF_PP0_ |
-- cell families (layout without fill, tap and decap cells) --
logic type	count (synthesis)	in the layout	synth area share [%]
flip-flops	151	151	7.07
AND-OR/OR-AND	281	281	3.56
XOR/XNOR	224	224	3.68
multiplexers	5	5	0.117
AND/OR/NAND/NOR	947	947	8.63
adder cells (fa/ha/maj)	1888	1888	63.6
buffers and inverters	1894	2010	13.4
other	0	3	0
-- stage by stage --
stage / util [%] / setup WS, ns / hold slack (ns)
3_3_place_gp: 43.3 / 0.162 / 0.333
6_report: 43.7 / 0.689 / 0.340
2_1_floorplan: - / 1.14 / 0.331
4_1_cts: 43.7 / 0.651 / 0.344
5_1_grt: 43.7 / 0.0791 / 0.354
3_5_place_dp: 43.3 / 0.0810 / 0.335
-- area by class of cell --
cell class / count / area, um2
Clock inverter: 13 / 135
Antenna cell: 3 / 7.51
Inverter: 1741 / 6540
Timing Repair Buffer: 237 / 2160
Sequential cell: 151 / 3760
Multi-Input combinational cell: 3345 / 42400
Tap cell: 1755 / 2200
Clock buffer: 19 / 433
Fill cell: 12500 / 74200
-- worst reg2reg max path: cells and delay by family, from the launching register on --
kind / cells / cell delay (ns)
AND-OR/OR-AND: 11 / 1.79
XOR/XNOR: 2 / 0.39
adder cells (fa/ha/maj): 16 / 7.51
buffers and inverters: 11 / 1.00
flip-flops: 1 / 0.34
AND/OR/NAND/NOR: 3 / 0.67
-- routing by layer --
layer | vias up | share of wire (%)
met5 | - | 0.33
met1 | 16900 | 42
met2 | 1392 | 42
li1 | 15600 | -
met4 | 18 | 1.5
met3 | 110 | 15
-- placed cells by master, fill, tap and decap left out, types with 4 or more instances in the layout --
cell type           n
ha_1              524
o21ai_1            18
clkdlybuf4s50_1   135
a21o_1             25
xnor2_1           185
o21a_1             13
mux2i_1             4
nor3b_1             4
o31ai_1             4
a2111oi_2           5
nand2_1           447
o31a_1              4
nor2_1             78
inv_1            1740
and2_1            301
and3_1             13
o211ai_1            9
dfrtp_1           148
fa_1             1363
o21ai_0            37
a211oi_1            4
inv_6               5
buf_4              98
a21oi_1            93
o21bai_1           16
clkbuf_16          17
nand2b_1            9
a211o_1             5
nand3_1            23
nor2b_1            23
xor2_1             39
nor3_1             24
or3_1               8
